==> design/flow/design.v <==
`default_nettype none
module signal_display 
(
	input wire [11:0] sine, 
	input wire [11:0] cos, 
	input wire [11:0] saw, 
	input wire [11:0] squ,
	input wire [11:0] ASK, 
	input wire [11:0] BPSK, 
	input wire [11:0] FSK,
	input wire [11:0] LFSR,
	input wire [1:0] modulation_selector,
	input wire [1:0] signal_selector,
	output reg [11:0] selected_modulation,
	output reg [11:0] selected_signal
);
	always_comb
		case(modulation_selector)
			2'd0: selected_modulation = ASK;
			2'd1: selected_modulation = FSK;
			2'd2: selected_modulation = BPSK;
			2'd3: selected_modulation = LFSR;
		endcase
	always_comb
		case(signal_selector)
			2'd0: selected_signal = sine;
			2'd1: selected_signal = cos;
			2'd2: selected_signal = saw;
			2'd3: selected_signal = squ;
		endcase
endmodule
`default_nettype wire
==> design/flow/run.sh <==
#!/bin/bash
# OpenROAD 26Q1-2900-gdf79404cd8, Yosys 0.63+post, stock flow scripts
make -C /OpenROAD-flow-scripts/flow DESIGN_CONFIG=/design/flow/config.mk WORK_HOME=/design/flow/orfs finish
==> design/flow/config.mk <==
export PLATFORM = sky130hd
export DESIGN_NAME = signal_display
export DESIGN_NICKNAME = signal_display
export VERILOG_FILES = /design/flow/design.v
export SDC_FILE = /design/flow/constraint.sdc
export NUM_CORES = 4
export LEC_CHECK = 1
export CORE_AREA = 10 10 74 74
export DIE_AREA = 0 0 84 84
==> design/flow/constraint.sdc <==
current_design signal_display

set clk_period 1.0
set clk_io_pct 0.2

create_clock -name clk0 -period $clk_period

set non_clock_inputs [all_inputs -no_clocks]
set_input_delay [expr $clk_period * $clk_io_pct] -clock clk0 $non_clock_inputs
set_output_delay [expr $clk_period * $clk_io_pct] -clock clk0 [all_outputs]
==> flow_metrics.tcl <==
# flow metrics
set metrics [dict create \
    status "complete, but fails checks" \
    violations "setup timing" \
    synthDistinctLibCells 4 \
    ys_top_logic_family "multiplexers" \
    antenna_found_initial 1 \
    ys_cells 28 \
    slew_headroom 0.9374 \
    grt_pass1_vias 1056 \
    fin_setup_tns_ps -5594 \
    hp-class "in -> out" \
    die_h_um 84 \
    grtUsageTotal 0.1422 \
    arrival_ps 1100 \
    worstMarginPinSlew_ps 93.94 \
    grt_max_degree 9 \
    setup_violations 24 \
    dieArea_mm2 0.007056 \
    mux_share 0.9447 \
    drt_pass1_iterations 4 \
    flop-count 0 \
    lay_top_count "dlygate4sd2_1" \
    drv_cap 0 \
    num_rows 23 \
    fa_ha_area_frac 0 \
    startpoint_type "input pin" \
    overflow 0 \
    synth.avg_cell_area_um2 21.00 \
    finalClockPeriodUsage 1.304 \
    ys_chip_area_um2 588.1 \
    postLayoutSetupSlackWorst_ps -304.1 \
    wire_per_inst_um 23.93 \
    postCtsHoldBufs 0 \
    p_leak_nw 0.8766 \
    placed_cells 205 \
    maxSlewViolCount 0 \
    required_ps 800 \
    drc 0 \
    top_area_cell "mux4_2" \
    rsz0062_at_grt "true" \
    layout_top_cells "dlygate4sd2_1 (79), buf_2 (28), mux4_2 (24)" \
    vias 920 \
    viasPerCell 4.299 \
    fmaxAchievable_ghz 0.7668 \
    finalHoldViolations 0 \
    seqCellArea_um2 0 \
    synth_seq_share 0 \
    synth_cells 28 \
    yosys_warnings 1 \
    grt_pass1_wl_mm 7.507 \
    synth_area_um2 588.1 \
    initial_utilization 0.1481 \
    portBuffers 124 \
    core_area_mm2 0.003971 \
    min_path_cells 3 \
    fin_util 0.4631 \
    ys_sh_simple 0 \
    wl_mm 5.122 \
    topCellsByArea "mux4_2 (77%), mux4_1 (18%), buf_6 (3.8%)" \
    final_cell_count_no_fill 214 \
    critPathCaptureType "primary output" \
    warning_count 34 \
    area_growth_pct 212.8 \
    powerDensity_mw_per_mm2 367.8 \
    critPathKind "in -> out" \
    die_w_um 84 \
    final.min_clock_period_ps 1304 \
    peakVddDrop_uv 127.9 \
    globalplace.congestion 0.9700 \
    dp.final_hpwl_mm 4.722 \
    cp_max_fo 4 \
    drive_gt1_frac 0.4356 \
    xor_area_frac 0 \
    drt_iter0_drc 29 \
    clkbuf_count 0 \
    drtAntennaViolNets 0 \
    ys_sh_aoi 0 \
    pin_count 124 \
    top_cell_area_share 0.7660 \
]
[layout make-up]
| type | instances | area (um2) |
|---|---|---|
| Multi-Input combinational cell | 24 | 540.5 |
| Timing Repair Buffer | 139 | 1234 |
| Fill cell | 401 | 2132 |
| Tap cell | 50 | 62.56 |
| Antenna cell | 1 | 2.502 |
[Yosys cell counts]
| cell | instances |
|---|---|
| buf_6 | 2 |
| buf_2 | 2 |
| mux4_1 | 4 |
| mux4_2 | 20 |
[routing by layer]
layer,part of all wire,vias up,track usage
met5,0,-,0
met4,0.0068,0,0.01826
met3,0.057,2,0.03445
met2,0.60,45,0.2739
met1,0.33,449,0.1550
li1,-,424,-
[stage by stage]
step	power, W	setup WS (ps)	instance area, um2	hold WS (ps)
3_3_place_gp	0.0008370	-1081	1937	1517
3_5_place_dp	0.0008362	-1087	1937	1524
6_report	0.0006766	-304.1	1839	781.7
5_1_grt	0.0007250	-344.3	1839	802.3
2_1_floorplan	0.0001928	5.182	595.6	486.4
4_1_cts	0.0006811	-313.0	1824	789.8
[worst paths after layout]
kind              startpoint  slack, ps                     end
min                  BPSK[4]        780  selected_modulation[4]
max   modulation_selector[0]       -300  selected_modulation[9]
[worst max-delay path, stage by stage]
cell and delay (ps):
buf_8 80, buf_8 110, buf_12 100, mux4_2 480, buf_2 130
[power breakdown]
group	switching (W)	internal, W	leakage [nW]
Combinational	0.000173	0.000503	0.877
Sequential	0	0	0
Clock	0	0.000000000134	0.00000634
[cell families (layout without fill, tap and decap cells)]
logic type | count (synthesis) | after routing
buffers and inverters | 4 | 139
multiplexers | 24 | 24
other | 0 | 1
[repair_timing]
action | CTS | global route
setup buffers | 5 | 1
cloned | 2 | 0
endpoints found under the setup margin | 24 | 24
resized | 223 | 9
Power figures rest on the tool's default switching activity, not on a simulated workload.
